===== flow/config.mk =====
export PLATFORM = sky130hd
export DESIGN_NAME = Multiplier
export DESIGN_NICKNAME = Multiplier
export VERILOG_FILES = /design/flow/design.v
export SDC_FILE = /design/flow/constraint.sdc
export NUM_CORES = 4
export LEC_CHECK = 1
export CORE_UTILIZATION = 30

===== flow/constraint.sdc =====
current_design Multiplier

set clk_period 5.1
set clk_io_pct 0.2

create_clock -name clk0 -period $clk_period [get_ports {clk}]

set non_clock_inputs [all_inputs -no_clocks]
set_input_delay [expr $clk_period * $clk_io_pct] -clock clk0 $non_clock_inputs
set_output_delay [expr $clk_period * $clk_io_pct] -clock clk0 [all_outputs]

===== flow/design.v =====
`timescale 1ns / 1ps
module C_Multiplier(a, b, p);
    input [3:0] a, b;
    output [7:0] p;
    wire [3:0] m0, m1, m2, m3;
    wire [7:0] s1, s2, s3;
    assign m0 = a & {4{b[0]}};
    assign m1 = a & {4{b[1]}};
    assign m2 = a & {4{b[2]}};
    assign m3 = a & {4{b[3]}};
    assign s1 = {m1, 1'b0} + {4'b0, m0}; 
    assign s2 = {m2, 2'b00} + s1;
    assign s3 = {m3, 3'b000} + s2;
    assign p = s3;
endmodule
`timescale 1ns / 1ps
module Multiplier(
    input clk, reset,
    input [2:0] adr1,
    input [2:0] adr2,
    output [7:0] out
);
wire [3:0] rom_data;
wire [3:0] reg_a, reg_b;         
wire [7:0] product;               
wire [7:0] ram_read_data;         
wire [2:0] cu_st_out;            
wire cu_w_rf, cu_DA, cu_SA, cu_SB; 
wire [2:0] cu_adr, cu_w_ram;
cu c(
    .clk(clk),
    .reset(reset),
    .adr1(adr1),
    .adr2(adr2),
    .w_rf(cu_w_rf),
    .adr(cu_adr),
    .DA(cu_DA),
    .SA(cu_SA),
    .SB(cu_SB),
    .st_out(cu_st_out),
    .w_ram(cu_w_ram)
);
ROM rom (.ROM_data(rom_data), .ROM_addr(cu_adr));
Register r (
    .A(reg_a),
    .B(reg_b),
    .SA(cu_SA),
    .SB(cu_SB),
    .D(rom_data),
    .DA(cu_DA),
    .W(cu_w_rf),
    .rst(reset),
    .clk(clk)
);
C_Multiplier m (.a(reg_a), .b(reg_b), .p(product));
RAM ram (
    .clk(clk),
    .reset(reset),
    .write_en(cu_w_ram),
    .add(cu_adr),
    .write_data(product),
    .read_data(ram_read_data)
);
assign out = ram_read_data;
endmodule
`timescale 1ns / 1ps
module RAM(
    input clk,
    input reset,
    input write_en,
    input [2:0] add,
    input [7:0] write_data,
    output reg [7:0] read_data
);
reg [7:0] men [7:0];
always@(posedge clk) begin
    if(reset) begin
        men[0] <= 8'b0;
        men[1] <= 8'b0;
        men[2] <= 8'b0;
        men[3] <= 8'b0;
        men[4] <= 8'b0;
        men[5] <= 8'b0;
        men[6] <= 8'b0;
        men[7] <= 8'b0;
    end
    else begin
        if(write_en)
            men[add] <= write_data;
        else
            read_data <= men[add];
    end     
end
endmodule
`timescale 1ns / 1ps
module ROM (ROM_data, ROM_addr);
output reg [3:0] ROM_data;
input [2:0] ROM_addr;
always @(ROM_addr) begin
	case (ROM_addr)
         3'd0: ROM_data = 4'b0000;
         3'd1: ROM_data = 4'b1100;
         3'd2: ROM_data = 4'b0110;
         3'd3: ROM_data = 4'b0111;
         3'd4: ROM_data = 4'b1000;
         3'd5: ROM_data = 4'b0001;
         3'd6: ROM_data = 4'b1101;
         3'd7: ROM_data = 4'b1110;
         default: ROM_data = 4'b0000;
endcase
end
endmodule
`timescale 1ns / 1ps
module Register(A, B, SA, SB, D, DA, W, rst, clk);
	output [3:0]A;  
	output [3:0]B;  
	input SA;  
	input SB;  
	input [3:0]D;  
	input DA;  
	input W;  
	input rst;  
	input clk;
	wire [1:0]load_enable;
	wire [3:0]R00, R01;
	Decoder1to2 decoder (load_enable, DA, W);
	RegisterNbit reg00 (D,R00,load_enable[0], rst, clk);  
	RegisterNbit reg01 (D,R01,load_enable[1], rst, clk);
	Mux2to1Nbit muxA (A,R00, R01, SA);
	Mux2to1Nbit muxB (B,R00, R01,SB); 
endmodule
module RegisterNbit(D, Q,  L, R, clock);
	parameter N = 4;  
	output reg [N-1:0]Q;  
	input [N-1:0]D;  
	input L;  
	input R;  
	input clock;  
	always @(posedge clock or posedge R) begin
		if(R)
			Q <= 0;
		else if(L)
			Q <= D;
		else
			Q <= Q;
	end
endmodule
module Decoder1to2(m, S, en);
	input S;  
	input en;  
	output [1:0]m;  
	assign m[0] = ~S&en;
	assign m[1] = S&en;
endmodule
module Mux2to1Nbit(o, i1,i2, s);
   input [3:0] i1,i2;
   input  s;
   output reg  [3:0] o;
always @(s or i1 or i2)
begin
   case (s)
      1'b0 : o = i1;
      1'b1 : o = i2;
      default : o = 4'b0;
   endcase
end
endmodule
`timescale 1ns / 1ps
module cu ( 
  input clk, reset,
  input [2:0] adr1,
  input [2:0] adr2,
  output reg w_rf,
  output reg [2:0] adr,
  output reg DA,SA,SB,
  output reg [2:0] st_out,
  output reg [2:0] w_ram
);
parameter S0_idle = 0 , S1_send_adr1 = 1 , S2_send_adr2 = 2 ,S3_multiply = 3 ,S4_write_ram = 4,S5_read_ram=5 ;
reg [2:0] PS,NS ;
always@(posedge clk or posedge reset)
    begin
        if(reset)
            PS <= S0_idle;   
        else    
            PS <= NS ;
    end  
always@(*)
    begin 
    case(PS)
        S0_idle:begin
            NS = S1_send_adr1;
            w_rf <=1'b1;
            w_ram <=1'b1;
            st_out <= 3'b000;
        end
        S1_send_adr1:begin	
            w_rf <=1'b1;
            adr<=adr1;
            DA <=1'b0;
            SA <=1'b0;
            SB <=1'b1;
            st_out <= 3'b001;
            NS = S2_send_adr2;
        end
        S2_send_adr2:begin
            w_rf <=1'b1;
            adr<=adr2;
            NS = S3_multiply;
            DA <=1'b1;
            SA <=1'b0;
            SB <=1'b1;
            st_out <= 3'b010;
       end
        S3_multiply: begin
            NS = S4_write_ram;
            st_out <= 3'b011;
            w_ram<=1;
        end
        S4_write_ram: begin
            st_out <= 3'b100;
            NS = S5_read_ram;
        end
        S5_read_ram: begin
            w_ram<=0;
            st_out <= 3'b101;
            if(!reset) begin
            NS = S5_read_ram;
        end
        else begin
        NS = S0_idle;
        end
    end
    endcase
end
endmodule

===== flow/run.sh =====
#!/bin/bash
# OpenROAD 26Q1-2900-gdf79404cd8, Yosys 0.63+post, stock flow scripts
make -C /OpenROAD-flow-scripts/flow DESIGN_CONFIG=/design/flow/config.mk WORK_HOME=/design/flow/orfs finish

==> changes_impl.md <==
### Physical design

* Layout area overhead at 14.7%
* Syn_area_per_cell at ~13 µm²
* Status: finished clean
* DRC viols at 0
* DPL Wire Length at roughly 5500 µm
* Most instantiated library cell after synthesis: edfxtp_1
* Postcts setup bufs at 0
* Final setup viols at 0
* Number of cells in the yosys synthesis report at roughly 330
* Final Total Pwr at approximately 1.6 mW
* Post-layout min period at between 3000 and 4000 ps
* Maximum VDD drop at 0.158 mV
* Peak fanout along the critical path at 8
* Pin count of the biggest net entering global routing at 32
* H-tree depth at 3
* Post-synth top cells: 72 x edfxtp_1, 64 x nor2_1, 41 x nand2_1
* Antenna diodes at 0
* First-pass GRT wire length at between 10000 and 15000 µm
* Maximum clock rate at around 280 MHz
* Fin crit share at 70.4%
* Die X at 120 µm
* Max-Cap Viols at 0
* RePlAce Congestion at between 0.8 and 0.9
* Setup TNS at 0 ps
* Endpoints left unconstrained at 11
* Site Rows at roughly 42
* Crit path DAT at 3650 ps
* Layout cells sized above 1 at ~14%
* Post-synthesis cell count at 333
* PwrDens at ~330 nW/µm²
* Input/output buffers at 15
* Yosys Chip Area at 4210 µm²
* Total Wirelength at about 8200 µm
* Slew Limit Headroom at between 40% and 50%
* Startpoint type of the worst setup path: flip-flop
* HP Class: reg2reg
* Yosys synthesis warning count at 6
* Flops after synth at slightly above 90
* Vias in the first global route at roughly 2.5k
* Total die area at about 15000 µm²
* Top_reg_cell synth: edfxtp_1
* Hold Vio Cnt, Final at 0
* Setup Skew at ~5.4 ps
* Top cells by area: edfxtp_1 51%, dfrtp_1 6.5%, mux4_2 5.9%, nor2_1 5.7%, nand2_1 3.7%
* # IOs at 16
* CTS buffer count at 9
* Initial drt markers at 151
* Via/cell ratio at roughly 4.7
* Non-filler cells, final at around 530
* Clock Latency Late Sink at around 330 ps
* Drt wl/cell at between 15 and 20 µm
* Hold-fix buffers, CTS at 0
* Worst-path clk slew at around 60 ps
* Vias at between 2k and 2.5k
* CP endpoint kind: flip-flop
* Worst-margin pin slew at around 800 ps
* Root buf cell: clkbuf_16
* Dominant cell type by area after synthesis: edfxtp_1
* Drt pass-1 iters at 4
* Log Warnings at 28
* Synth cell types at about 42
* Starting Density at a little under a third
* Core area at approximately 13000 µm²
* Gates resized, CTS repair at 0
* Antenna violations before repair at 0
* Global route total overflow at 0
* Die H at 120 µm
* Slew Limit Fails at 0
* Crit Path Class: reg2reg
* Synth Cell Area at between 4000 and 5000 µm²
* FFs w/ async S/R, synth at approximately an eighth
* DRT antenna net count at 0
* Clock Path Buffers at 2
* Inst Count DP at between 500 and 600
* Register pins left without a clock at 8
* Required time worst endpoint at around 5200 ps
* CTS tree: yes
* Hold Worst Slack at between 500 and 600 ps
* Unrepaired setup endpoints after global routing: false
* Total GRT Usage at 12.8%
* Top-area cell share at slightly above 50%
* LEAKAGE at around 1.9 nW
* EDFF count, synth at 72
critical path, cell delays in order, from the launching register on:
cell     delay [ps]
dfrtp_1         420
and2_1          190
ha_1            300
a21o_1          170
a21oi_1         190
xnor2_1         110
fa_1            590
inv_1            60
ha_1            280
a21o_1          160
a21oi_1         180
xor2_1          570
nor2_1          100
per-stage QoR:
step,cell area [µm²],worst slack [ps],util [%]
floorplan,4210,1860,-
global placement,4500,1550,33.5
finish,4830,1510,35.9
detailed placement,4500,1510,33.5
global route,4830,1220,35.9
CTS,4830,1460,35.9
routing by layer:
metal | track usage, % | wire [µm]
met5 | 0 | 0
met2 | 19.8 | 3930
met4 | 0.926 | 42
met3 | 6.74 | 873
met1 | 17.6 | 3370
sequential cells by signal, indices dropped and copies added, names as in the netlist:
register,count
ram.read_data,8
c.NS,3
c.DA,1
r.reg00.Q,4
r.reg01.Q,4
c.adr,3
ram.men,64
c.PS,3
c.w_ram,1
placed cells by master (no fill, tap or decap), types with 9 or more instances in the layout:
| master | instances |
|---|---|
| edfxtp_1 | 72 |
| nor2_1 | 64 |
| nand2_1 | 41 |
| inv_1 | 15 |
| clkdlybuf4s50_1 | 15 |
| ha_1 | 12 |
| and2_1 | 11 |
| mux4_2 | 11 |
| dfrtp_1 | 11 |
| mux2_2 | 9 |
| a21oi_1 | 9 |
| clkbuf_16 | 9 |
logic make-up after synthesis:
family / synth area share, %
DFF: 57.9
latches: 2.85
and+or+nand+nor: 14.8
AOI/OAI and AO/OA: 3.12
adders and majority gates: 5.95
buffers and inverters: 3.75
xor gates and xnor gates: 1.04
muxes: 10.6
final timing paths:
kind	startpoint	to	slack, ps	cells past startpoint
worst max-delay path	r.reg00.Q[2]	ram.men[5][6]	1510	12
worst min-delay path	r.reg01.Q[0]	r.reg01.Q[0]	570	1
worst max register to register	r.reg00.Q[2]	ram.men[5][6]	1510	12
worst min register to register	r.reg01.Q[0]	r.reg01.Q[0]	570	1
max in group asynchronous	reset	r.reg00.Q[1]	3510	2
min in group asynchronous	reset	c.PS[2]	1260	2
power breakdown:
group / leakage [nW] / internal (mW) / switching [mW]
Combinational: 0.804 / 0.0445 / 0.0834
Sequential: 0.933 / 0.768 / 0.0105
Clock: 0.154 / 0.432 / 0.265
final cells by class:
cell class	instances	area, µm²
multi-input cells	211	1490
clock buffers	9	225
clock inverters	7	97.6
flip-flops and latches	91	2560
fillers	1308	8630
repair buffers	17	165
well taps	176	220
inverters	17	66.3
Power figures rest on the tool's default switching activity, not on a simulated workload.
